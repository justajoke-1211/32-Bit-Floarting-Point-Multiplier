File: design.v
module mux32b (inA, inB,out, sel);
	input [31:0] inA,inB;
	input sel;
	output [31:0] out;
	assign out= (sel) ? inB: inA;
endmodule
File: run.sh
#!/bin/bash
# OpenROAD 26Q1-2900-gdf79404cd8, Yosys 0.63+post, stock flow scripts
make -C /OpenROAD-flow-scripts/flow DESIGN_CONFIG=/design/flow/config.mk WORK_HOME=/design/flow/orfs finish
File: config.mk
export PLATFORM = sky130hd
export DESIGN_NAME = mux32b
export DESIGN_NICKNAME = mux32b
export VERILOG_FILES = /design/flow/design.v
export SDC_FILE = /design/flow/constraint.sdc
export NUM_CORES = 4
export LEC_CHECK = 1
export CORE_AREA = 10 10 71 71
export DIE_AREA = 0 0 81 81
export SYNTH_HDL_FRONTEND = slang
File: constraint.sdc
current_design mux32b

set clk_period 1.0
set clk_io_pct 0.2

create_clock -name clk0 -period $clk_period

set non_clock_inputs [all_inputs -no_clocks]
set_input_delay [expr $clk_period * $clk_io_pct] -clock clk0 $non_clock_inputs
set_output_delay [expr $clk_period * $clk_io_pct] -clock clk0 [all_outputs]
==> flow_metrics.py <==
# Physical implementation metrics
metrics = {
    "run_status": {
        "outcome": "complete, but fails checks",
        "violations": "setup timing",
    },
    "grt": {
        "antenna_found_initial": 0,
        "met3_usage_pct": 2.78,
        "grtUsageMet1_pct": 9.03,
        "grt_overflow": 0,
        "grt_pass1_wl_mm": 4.14,
        "grtUsageMet2_pct": 14.3,
        "busiest_layer": "met2",
        "grt_max_degree": 11,
        "grt_pass1_vias": 764,
        "grt_use_total_pct": 7.79,
    },
    "sta": {
        "maxSlewViolCount": 0,
        "hold-worst-slack_ns": 0.691,
        "grt_setup_unrepaired": "yes",
        "setup_tns_ns": -3.30,
        "relSlewSlack_pct": 94.2,
        "final-hold-violation-count": 0,
        "tightest_slew_ns": 0.0870,
        "finalSetupViolations": 32,
        "clock.fmax_mhz": 848,
        "setup_slack_ns": -0.179,
        "period_used_pct": 118,
        "min_period_ns": 1.18,
    },
    "finish": {
        "layout_top_cells": "51 x dlygate4sd2_1, 31 x mux2_4, 23 x buf_6",
        "n_clock_buffer": 0,
        "nFlopsAndLatches": 0,
        "lay_top_count": "dlygate4sd2_1",
        "drive_gt1_share_pct": 54.0,
        "final_area_um2": 1590,
        "area.sequential_um2": 0,
        "area_delta_synth_final_pct": 192,
    },
    "pwr": {
        "total_leakage_power_nw": 0.872,
        "peakVddDrop_uv": 169,
        "power_w": 0.000624,
        "powerDensity_nw_per_um2": 392,
    },
    "yosys": {
        "synth_area_um2": 544,
        "avgSynthCellArea_um2": 15.1,
        "yosys_area_um2": 544,
        "synth_warnings": 0,
        "synth_stat.cells": 36,
        "synth_cell_types": 4,
        "ys_seq_share_pct": 0,
        "area_leaders": "mux2_4 83%, buf_12 11%, mux2_2 4.1%",
        "syn_inst": 36,
        "yosys.area.top_type": "mux2_4",
        "top_cell_area_share_pct": 82.8,
    },
    "critical_path": {
        "cp.required_ns": 0.80,
        "worst_setup_path_end_kind": "output port",
        "path_max_fanout": 6,
        "cp_data_arrival_time_ns": 0.98,
        "critical_path_class": "input pin to output port",
        "critPathLaunchType": "input pin",
    },
    "floorplan": {
        "rows": 22,
        "initial_core_util_pct": 15.0,
        "boundaryPins": 97,
        "fp.dieH_um": 81,
        "die_w_um": 81,
        "core_area_um2": 3630,
        "dieArea_um2": 6560,
    },
    "hold_path": {
        "min_path_type": "input pin to output port",
    },
    "drt": {
        "vias_per_cell": 3.82,
        "ant_nets": 0,
        "diodes": 0,
        "vias": 715,
        "post_drt_wl_per_cell_um": 15.4,
        "first_iter_violations": 3,
        "wl_mm": 2.88,
        "first_pass_iters": 2,
        "drcViolationCount": 0,
    },
    "place": {
        "hpwlAfterDp_mm": 2.50,
        "dp_slack_ns": -0.512,
        "gp_congestion": 0.832,
        "placed_cell_area_um2": 1540,
        "io_buffer_count": 97,
    },
    "job": {
        "tool_warnings": 34,
        "drv_cap": 0,
    },
    "clocking": {
        "cts_hold_buf": 0,
    },
}
-- where the power goes --
| group | switching (W) | total [W] | internal (W) |
|---|---|---|---|
| clock | 0 | 0 | 0 |
| sequential | 0 | 0 | 0 |
| combinational | 0.000137 | 0.000624 | 0.000487 |
-- per-layer routing --
layer | routed length [µm] | vias to the layer above
li1 | - | 345
met1 | 1080 | 320
met2 | 1450 | 50
met3 | 350 | 0
met4 | 0 | 0
met5 | 0 | -
-- cells by family after synthesis --
family | count (synthesis) | share of synthesized area (%)
multiplexers | 32 | 86.9
buffers and inverters | 4 | 13.1
-- what timing repair did --
action                     in CTS  in global routing
gates cloned                    2                  0
gates resized                 171                 10
setup buffers                   5                  1
setup endpoints to repair      32                 32
-- worst paths after layout --
path / to / start / slack [ns] / depth (start not counted)
min: out[29] / inB[29] / 0.69 / 3
max: out[4] / sel / -0.18 / 5
-- metrics by stage --
stage               instances  util, %
floorplan                  36        -
global placement          179     42.4
detailed placement        179     42.4
CTS                       186     42.3
global route              187     43.8
finish                    187     43.8
-- critical path, stage by stage --
cell and delay (ns):
buf_12 0.12, buf_12 0.13, buf_12 0.12, mux2_4 0.29, buf_6 0.11
-- synthesized netlist by cell type (all sizes together) --
cell	instances
buf	4
mux2	32
-- cell type report --
class | count | area [µm²]
Tap cell | 48 | 60.1
Multi-Input combinational cell | 32 | 477
Timing Repair Buffer | 107 | 1050
Fill cell | 357 | 2040
Power is estimated from default activity; no workload was simulated.
